`/design/flow/config.mk`:
```
export PLATFORM = sky130hd
export DESIGN_NAME = bit_pack
export DESIGN_NICKNAME = bit_pack
export VERILOG_FILES = /design/flow/design.v
export SDC_FILE = /design/flow/constraint.sdc
export NUM_CORES = 4
export LEC_CHECK = 1
export CORE_UTILIZATION = 30
```
`/design/flow/constraint.sdc`:
```
current_design bit_pack

set clk_period 8.5
set clk_io_pct 0.2

create_clock -name clk0 -period $clk_period [get_ports {clk}]

set non_clock_inputs [all_inputs -no_clocks]
set_input_delay [expr $clk_period * $clk_io_pct] -clock clk0 $non_clock_inputs
set_output_delay [expr $clk_period * $clk_io_pct] -clock clk0 [all_outputs]
```
`/design/flow/run.sh`:
```
#!/bin/bash
# OpenROAD 26Q1-2900-gdf79404cd8, Yosys 0.63+post, stock flow scripts
make -C /OpenROAD-flow-scripts/flow DESIGN_CONFIG=/design/flow/config.mk WORK_HOME=/design/flow/orfs finish
```
`/design/flow/design.v`:
```
module bit_pack (
    input   logic [63:0]            in_data,
    input   logic [6:0]             in_nbits,
    input   logic                   in_tlast,
    input   logic                   in_valid,
    output  logic                   in_hold,
    output  logic [31:0]            out_data,
    output  logic [2:0]             out_nbytes,
    output  logic                   out_tlast,
    output  logic                   out_valid,
    input   logic                   out_hold,
    input   logic                   clk,
    input   logic                   resetn
);
logic [31:0]            in32_data;
logic [5:0]             in32_nbits;
logic                   in32_tlast;
logic                   in32_valid;
logic                   in32_hold;
logic                   long_in; 
always @(posedge clk)
if (!resetn) begin
    in32_valid <= 0;
    long_in <= 0;
end
else if (~(in32_hold & in32_valid)) begin
    in32_valid <= in_valid;
    if (long_in)
        long_in <= 0;
    else if (in_valid & in_nbits > 32)
        long_in <= 1;
end
always @(posedge clk)
if (~(in32_hold & in32_valid))
    if (long_in) begin
        in32_nbits <= in_nbits - 32;
        in32_data <= in_data;
        in32_tlast <= in_tlast;
    end
    else if (in_valid)
        if (in_nbits > 32)  begin
            in32_nbits <= 32;
            in32_data <= in_data >> 32;
            in32_tlast <= 0;
        end
        else begin
            in32_nbits <= in_nbits;
            in32_data <= in_data >> 32;
            in32_tlast <= in_tlast;
        end
always_comb in_hold = (in32_hold & in32_valid) | (~long_in & in_nbits > 32);  
logic [5:0]             bit_count, next_bit_count, next_bit_count_incr, next_bit_count_decr;
logic [63:0]            bit_packer, next_bit_packer, next_bit_packer_load;
logic [5:0]             next_bit_packer_shift;
logic                   tlast_cycle, next_tlast_cycle;
logic                   next_out_tlast;
always_comb out_data = (bit_packer >> 32) | (out_tlast ? (32'hffffffff >> bit_count) : 0);
always_comb next_bit_count = bit_count + next_bit_count_incr - next_bit_count_decr;
always_comb next_bit_packer = (bit_packer << next_bit_packer_shift) | (next_bit_packer_load << (32 + next_bit_count_decr - bit_count));
always_comb begin
    if (out_tlast) begin
        next_bit_count_decr = bit_count;
        next_bit_packer_shift = 32;
    end
    else if (bit_count >= 32) begin
        next_bit_count_decr = 32;
        next_bit_packer_shift = 32;
    end
    else begin
        next_bit_count_decr = 0;
        next_bit_packer_shift = 0;
    end
    if (in32_valid & ~in32_hold) begin
        next_bit_count_incr = in32_nbits;
        next_bit_packer_load = in32_data;
    end
    else begin
        next_bit_count_incr = 0;
        next_bit_packer_load = 0;
    end
    if (tlast_cycle)
        next_tlast_cycle = ~out_tlast;
    else if (in32_valid)
        next_tlast_cycle = in32_tlast;
    else
        next_tlast_cycle = tlast_cycle;
end
always @(posedge clk)
if (!resetn) begin
    bit_count <= 0;
    tlast_cycle <= 0;
    out_tlast <= 0;
    out_valid <= 0;
    bit_packer <= 0;
end
else if (~(out_hold & out_valid)) begin   
    bit_count <= next_bit_count;
    tlast_cycle <= next_tlast_cycle;
    out_tlast <= next_tlast_cycle & next_bit_count <= 32;
    out_valid <= (next_tlast_cycle & next_bit_count <= 32) | next_bit_count >= 32;  
    bit_packer <= next_bit_packer;
end
always @(posedge clk)
if (~(out_hold & out_valid))
    out_nbytes <= (next_tlast_cycle & next_bit_count <= 32) ? (next_bit_count + 7) >> 3 : 4;  
always_comb in32_hold = (out_hold & out_valid) | (tlast_cycle & ~out_tlast);
endmodule
```
==> CHANGELOG.md <==
## Implementation

- Outcome: finished clean
- Fraction of layout cells with a size suffix above 1: 12.9%
- RSZ-0062 raised after global routing: no
- Worst min-delay path startpoint: bit_packer[35]$_SDFFE_PN0N_
- FFs w/ async S/R, synth: 0%
- Pre-CTS WS: 2.78 ns
- Top area cell types: dfxtp_1, edfxtp_1, mux4_2
- Worst Skew: between 0.008 and 0.009 ns
- Clk latency late pin: about 0.42 ns
- Cts repair resizes: 0
- Die ar.: roughly 30000 sq um
- Die H: between 150 and 200 um
- Crit-path max FO: 15
- Detailed Place HPWL: roughly 20 mm
- Detailed Routing Iterations Pass 1: 8
- CP arrival: about 4 ns
- Fin. max-slew vios: 0
- Cells after Synth: 927
- Met3 Usage GRT: approximately 6.1%
- IO Count: approximately 110
- Final design utilization: between 30% and 40%
- VDD IR max: between 0.0002 and 0.00025 V
- Fin area: between 10000 and 15000 sq um
- # diodes: 0
- GRT overflow: 0
- Fin. Hold Viols: 0
- Initial DRC Count: ~630
- Cell Type Count: a little over 80
- FP Util: 30.7%
- Num rows: around 60
- DR WL/cell: about 19 um
- Most used logic cell in the final layout: clkdlybuf4s50_1
- Synth flops: ~120
- Final Cycle Share: between 60% and 70%
- Worst setup SP type: input pin
- Core Footprint: roughly 28000 sq um
- Crit path DRT: 6.80 ns
- Met2 Track Usage GR: roughly 28%
- GRT Max-Usage Layer: met1
- Vias in the first global route: around 7000
- Synth Seq Share: roughly a third
- Setup bufs post-CTS: 0
- Cells in synth_stat.txt: approximately 930
- Pwr dens: 428 nW/um^2
- Peak Freq: around 170 MHz
- Yosys stat area: between 8000 and 9000 sq um
- First-pass GRT wire length: 42.2 mm
- Area delta synth->final: 22.7%
- Vias/cell: 5.54
- Synth area leader: dfxtp_1
- Antenna Nets Post-Route: 0
- Number of OpenROAD warnings: 25
- Ys Warns: 1
- Clock Pin Slew Worst Setup and Hold Paths: approximately 0.06 ns
- Hold-fix buffers, CTS: 0
- CTS buffer count: 17
- Fin Setup TNS: 0 ns
- Clock buffer depth: 2
- Tmin final: ~5.7 ns
- Leak: between 3 and 4 nW
- Post-synth top flop: dfxtp_1
- H-tree levels: 4
- Setup WS post-layout: ~2.8 ns
- Gr usage total: around a fifth
- Top-area cell share: roughly 17%
- Residual DRC: 0
- Final setup fails: 0
- CP Launch Point: out_hold
- CP Class: input pin to output port
- Fill cells: 2756
- GR Util met1: a little under a third
- Initial antenna violation count: 0
- CTS Sinks: about 120
- Crit. End Element: output port
- CTS root buf: clkbuf_16
- TritonCTS clock tree: done
- Syn avg cell area: approximately 9.3 sq um
- Combinational gate area: between 5000 and 6000 sq um
- Via count: ~7700
- Rel. slew slack: 37.7%
- Die span in x: between 150 and 200 um
- Overall Power: around 4.5 mW
- Max_cap viols: 0
- Most frequent cells in the layout: clkdlybuf4s50_1, nand2_1, dfxtp_1
- Post-DP Area: 9980 sq um
- Reg2Reg Launch Point: bit_count[0]$_SDFFE_PN0N_
- Number of I/O port buffers: 113
- Number of enable flip-flop cells: 42
- Worst-Margin Slew: approximately 0.93 ns
- Mapped cell area: 8590 sq um
- HP Class: flop to flop
- Final WL: approximately 27 mm
- Largest net degree at the start of global routing: between 50 and 60
- RePlAce Congestion: 0.937
- Seq. cell area: between 2000 and 3000 sq um
## registers in the layout, summed over array words and instances (netlist names)
signal,count
out_tlast,1
out_nbytes,3
in32_valid,1
long_in,1
bit_count,6
out_valid,1
in32_tlast,1
in32_data,32
in32_nbits,6
tlast_cycle,1
bit_packer,64
## through the flow
step,cells,hold WS [ns]
final,1398,0.457
after global routing,1398,0.478
after CTS,1398,0.460
after detailed placement,1366,0.447
after global placement,1366,0.433
after floorplan,930,0.426
## path summary, 6_finish.rpt
check | cells past startpoint | endpoint | slack [ns]
worst max register to register | 13 | bit_packer[40]$_SDFFE_PN0N_ | 3.30
worst min register to register | 1 | bit_packer[35]$_SDFFE_PN0N_ | 0.46
worst min-delay path | 1 | bit_packer[35]$_SDFFE_PN0N_ | 0.46
worst max-delay path | 6 | in_hold | 2.78
## layout make-up
cell class	count	share of cell area, %
flip-flops and latches	117	26.2
multi-input cells	718	51.2
inverters	22	0.783
repair buffers	131	12.0
well taps	378	4.49
clock buffers	19	4.20
clock inverters	13	1.15
## power by group
| part | switching, mW | internal (mW) | total, mW |
|---|---|---|---|
| clock network | 0.280 | 0.413 | 0.693 |
| logic | 1.75 | 1.21 | 2.95 |
| registers | 0.142 | 0.721 | 0.863 |
## critical path, cell delays in order
cell	delay [ns]
clkdlybuf4s50_1	0.45
and2_1	0.48
inv_1	0.16
a21boi_0	0.54
or2_2	0.23
clkdlybuf4s50_1	0.45
## synthesized netlist by cell type (14+ instances only)
library cell and count:
ha_1 16, buf_2 14, mux2_2 37, edfxtp_1 42
dfxtp_1 75, inv_1 21, a31oi_1 16, clkbuf_1 43
o21ai_0 45, o211ai_1 14, nand3_1 17, a21o_1 24
a22oi_1 14, o22ai_1 34, nand2b_1 23, nor3_1 16
a21oi_1 45, mux2i_1 47, a211oi_1 14, nor2_1 69
mux4_2 22, nand2_1 87
## routing by layer
metal,wire length [um],share of wire (%)
met1,12500,46
met2,11400,43
met3,2710,10
met4,259,0.96
met5,0,0
## kinds of logic after synthesis
kind of cell               count (synthesis)  synth area share [%]
buffers and inverters                     95                  5.37
adders and majority gates                 18                  2.80
muxes                                    117                  19.4
xor gates and xnor gates                  13                  1.41
other                                      2                0.0874
and+or+nand+nor                          269                  14.9
DFF                                      117                  32.2
AOI/OAI and AO/OA                        296                  23.9
No activity file was given, so power comes from the tool's default toggle rates.
