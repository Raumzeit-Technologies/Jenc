`flow/design.v`:
```
 module japb  #(
    parameter SENSOR_X_SIZE    = 720,  
    parameter SENSOR_Y_SIZE    = 720
)(
    output logic                start_capture,
    output logic[1:0]           qf_select,               
    output logic[$clog2(SENSOR_X_SIZE)-1:0] x_size_m1,
    output logic[$clog2(SENSOR_Y_SIZE)-1:0] y_size_m1,
    input                       image_valid,
    input  logic [19:0]         image_size,
    input   logic [3:0]         paddr,                   
    input   logic               pwrite,
    input   logic               psel,
    input   logic               penable,
    output  logic               pready,
    input   logic [31:0]        pwdata,                  
    output  logic [31:0]        prdata,                  
    input   logic               pclk,                    
    input   logic               presetn
);
parameter START_CAPTURE     = 'h0;  
parameter QUALITY_FACTOR    = 'h6;  
parameter IMAGE_SIZE        = 'h9;  
parameter IMAGE_READY_FLAG  = 'ha;  
parameter COMPRESSED_BYTES  = 'hb;  
logic[1:0]           image_valid_sync;
always @(posedge pclk) 
    image_valid_sync <= {image_valid_sync, image_valid};
always_comb pready = 1;
always @(posedge pclk)
if (!presetn) 
    start_capture <= 0;
else 
    start_capture <= pwrite & psel & penable & pready & paddr == START_CAPTURE;
always @(posedge pclk)
if (pwrite & psel & penable & pready) begin
    case(paddr)
    QUALITY_FACTOR: qf_select <= pwdata;
    IMAGE_SIZE: begin
        x_size_m1 <= pwdata;
        y_size_m1 <= pwdata >> 16;
    end
    endcase
end
always_comb
if (psel)
    case(paddr)
    QUALITY_FACTOR:     prdata = qf_select;
    IMAGE_SIZE:         prdata = x_size_m1 | (y_size_m1 << 16);
    IMAGE_READY_FLAG:   prdata = image_valid_sync[1];
    COMPRESSED_BYTES:   prdata = image_size;
    default:            prdata = 0;
    endcase
else
    prdata = 0;
endmodule
```
`flow/run.sh`:
```
#!/bin/bash
# OpenROAD 26Q1-2900-gdf79404cd8, Yosys 0.63+post, stock flow scripts
make -C /OpenROAD-flow-scripts/flow DESIGN_CONFIG=/design/flow/config.mk WORK_HOME=/design/flow/orfs finish
```
`flow/config.mk`:
```
export PLATFORM = sky130hd
export DESIGN_NAME = japb
export DESIGN_NICKNAME = japb
export VERILOG_FILES = /design/flow/design.v
export SDC_FILE = /design/flow/constraint.sdc
export NUM_CORES = 4
export LEC_CHECK = 1
export CORE_AREA = 10 10 89 89
export DIE_AREA = 0 0 99 99
```
`flow/constraint.sdc`:
```
current_design japb

set clk_period 5.3
set clk_io_pct 0.2

create_clock -name clk0 -period $clk_period [get_ports {pclk}]

set non_clock_inputs [all_inputs -no_clocks]
set_input_delay [expr $clk_period * $clk_io_pct] -clock clk0 $non_clock_inputs
set_output_delay [expr $clk_period * $clk_io_pct] -clock clk0 [all_outputs]
```
==> flow_metrics.env <==
# source this file to load flow results
export IMPL_status="complete, no violations"
export IMPL_yosysWarnings=1
export IMPL_edf_count=22
export IMPL_setup_tns_ps=0
export IMPL_finalWirelength_mm=4.340
export IMPL_mux_area_share_pct=11.60
export IMPL_rsz0062_at_grt="false"
export IMPL_required_ps=4240
export IMPL_grt_max_degree=15
export IMPL_drc=0
export IMPL_cts_clk_slew_worst_paths_ps=80
export IMPL_crit_top_cell="clkdlybuf4s50_1"
export IMPL_r2r_end="image_valid_sync[1]"
export IMPL_layout_cells_non_filler=273
export IMPL_p_per_area_nw_per_um2=168.6
export IMPL_insertion_delay_ps=260
export IMPL_drive_gt1_share_pct=7.071
export IMPL_numSynthFlops=25
export IMPL_route_antenna_remaining_nets=0
export IMPL_io_buffers=98
export IMPL_hold_path_startpoint="image_valid_sync[0]"
export IMPL_hold_ws_ps=332.4
export IMPL_cts_setup_buffers=0
export IMPL_rows=28
export IMPL_path_cells="clkdlybuf4s50_1 > nand4b_1 > buf_4 > nor2_1 > and2_1 > clkdlybuf4s50_1"
export IMPL_fa_ha_area_share_pct=0
export IMPL_tightest_slew_ps=751.1
export IMPL_antenna_found_initial=0
export IMPL_synth_seq_share_pct=58.60
export IMPL_post_synth_top_area_cell="edfxtp_1"
export IMPL_yosys_most_used_dff="edfxtp_1"
export IMPL_overflow=0
export IMPL_ys_types=27
export IMPL_synth_logic_top_family="simple AND/OR/NAND/NOR gates"
export IMPL_skew_ps=0.2545
export IMPL_synth_async_reset_ratio_pct=0
export IMPL_peakVddDrop_v=0.0001014
export IMPL_hold_buffers=0
export IMPL_via_per_inst=3.952
export IMPL_synth_stat_cells=100
export IMPL_cts_buffer_depth=2
export IMPL_critPathCaptureType="output pin"
export IMPL_hpwl_mm=3.647
export IMPL_ctsResizeCount=0
export IMPL_aoi_share_pct=1.831
export IMPL_worst_path_max_delay_cell="clkdlybuf4s50_1"
export IMPL_chipArea_um2=9801
export IMPL_ys_sh_xor_pct=0
export IMPL_slew_violations=0
export IMPL_avgSynthCellArea_um2=12.30
export IMPL_ys_top_cells_by_area="edfxtp_1 (54%), mux2i_1 (9.8%), dfxtp_1 (4.9%)"
export IMPL_warnings=37
export IMPL_grt_pass1_vias=1159
export IMPL_critPathMaxFanout=13
export IMPL_cts_htree_levels=1
export IMPL_cts_tree="done"
export IMPL_gp_congestion=0.7942
export IMPL_fp_util_pct=20.53
export IMPL_timing_fmax_ghz=0.2497
export IMPL_synth_cells=100
export IMPL_start_kind="input port"
export IMPL_netlist_area_um2=1230
export IMPL_finalPower_w=0.0003898
export IMPL_drt_iter0_drc=23
export IMPL_r2r_setup_slack_ps=4910
export IMPL_cts_root_buffer="clkbuf_8"
export IMPL_setup_viol=0
export IMPL_fin_crit_ps=4005
export IMPL_yosys_area_top_type_share_pct=53.71
export IMPL_wl_per_cell_um=15.90
export IMPL_critPathMaxStageDelay_ps=630
export IMPL_placedCellCount=269
export IMPL_max_cap_viol_count=0
export IMPL_num_io_pins=118
export IMPL_crit_reg2reg_launch="image_valid_sync[0]"
export IMPL_track_usage_pct=8.314
export IMPL_cts_buffers=3
export IMPL_hold_viol=0
export IMPL_ys_chip_area_um2=1230
export IMPL_n_antenna_cell=0
export IMPL_p_leak_nw=0.8511
export IMPL_top_cell="edfxtp_1"
export IMPL_ff2ff_path_depth=0
export IMPL_finalCritPeriodShare_pct=75.56
export IMPL_slew_headroom_pct=49.65
export IMPL_hold_class="flip-flop to flip-flop"
export IMPL_vias=1079
export IMPL_first_pass_iters=3
export IMPL_synthTopCellsByCount="edfxtp_1 (22), nor2_1 (14), mux2i_1 (12)"
export IMPL_endpoint="prdata[25]"
export IMPL_simple_gate_share_pct=20.55
export IMPL_grt_pass1_wl_mm=6.527
export IMPL_worstPathArrival_ps=2940
export IMPL_chipWidth_um=99
export IMPL_startpoint="paddr[0]"
export IMPL_cts_sinks=25
export IMPL_core_um2=5991
export IMPL_final_util_pct=38.60
export IMPL_die_y_um=99
export IMPL_syn2layout_area_growth_pct=88.00
export IMPL_setup_worst_path_class="input port to output pin"
export IMPL_nFillCells=571
## area by class of cell
type | count | area, um2 | share of cell area [%]
Clock buffer | 4 | 45.04 | 1.948
Multi-Input combinational cell | 68 | 449.2 | 19.43
Sequential cell | 25 | 720.7 | 31.17
Tap cell | 75 | 93.84 | 4.058
Timing Repair Buffer | 101 | 1003 | 43.40
## power by group
group | internal (W) | switching, W | leakage (nW)
Sequential | 0.000216 | 0.000000638 | 0.223
Clock | 0.0000537 | 0.0000569 | 0.0228
Combinational | 0.0000455 | 0.0000174 | 0.605
Total | 0.000315 | 0.0000750 | 0.851
## worst min path at each step
stage,depth (start not counted),endpoint
6_report,0,image_valid_sync[1]
5_1_grt,0,image_valid_sync[1]
4_1_cts,0,image_valid_sync[1]
## cell families (layout without fill, tap and decap cells)
logic type / count (synthesis) / in the layout
muxes: 14 / 14
AOI/OAI and AO/OA: 4 / 4
other: 2 / 7
buffers and inverters: 12 / 105
DFF: 25 / 25
and+or+nand+nor: 43 / 43
## cell usage in the layout, fill, tap and decap left out
| master | synthesis | layout |
|---|---|---|
| and3b_1 | 2 | 2 |
| mux2i_1 | 12 | 12 |
| o211ai_1 | 1 | 1 |
| nand3b_1 | 1 | 1 |
| mux2_2 | 2 | 2 |
| and2b_2 | 1 | 1 |
| o21ai_0 | 1 | 1 |
| and3_1 | 6 | 6 |
| clkbuf_8 | 0 | 3 |
| or2_2 | 1 | 1 |
| nor3_2 | 1 | 2 |
| buf_4 | 7 | 3 |
| edfxtp_1 | 22 | 22 |
| nor2_1 | 14 | 14 |
| and2_1 | 6 | 6 |
| nand4b_1 | 2 | 2 |
| dfxtp_1 | 3 | 3 |
| clkdlybuf4s50_1 | 0 | 98 |
| and3_2 | 1 | 1 |
| nor2b_2 | 1 | 1 |
| conb_1 | 2 | 7 |
| clkbuf_1 | 0 | 1 |
| nand2_1 | 1 | 1 |
| nor3b_1 | 1 | 1 |
| a21oi_1 | 2 | 2 |
| or4b_1 | 1 | 1 |
| nand3_1 | 3 | 3 |
## state kept, by name (all words and copies together) (netlist names)
register,flops
y_size_m1,10
qf_select,2
x_size_m1,10
start_capture,1
image_valid_sync,2
## worst max-delay path, delay by kind of cell
family / cells / cell delay, ps
buffers and inverters: 3 / 1310
AND/OR/NAND/NOR: 3 / 550
## through the flow
step                      setup WS, ps  cell area [um2]
after global placement            1269             2267
after CTS                         1247             2312
final                             1295             2312
after floorplan                   2058             1249
after detailed placement          1251             2267
after global routing              1069             2312
## metal layers
metal	part of all wire (%)	vias to the layer above	global-route usage, %
met5	0	-	0
met4	0.60	0	0.6615
met3	7.6	4	2.960
met2	52	49	14.68
met1	40	486	9.853
li1	-	540	-
Power is estimated from default activity; no workload was simulated.
