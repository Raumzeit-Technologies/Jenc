[design/flow/config.mk]
export PLATFORM = sky130hd
export DESIGN_NAME = quant_seq_mult_15x13_p4
export DESIGN_NICKNAME = quant_seq_mult_15x13_p4
export VERILOG_FILES = /design/flow/design.v
export SDC_FILE = /design/flow/constraint.sdc
export NUM_CORES = 4
export LEC_CHECK = 1
export CORE_UTILIZATION = 50
[design/flow/run.sh]
#!/bin/bash
# OpenROAD 26Q1-2900-gdf79404cd8, Yosys 0.63+post, stock flow scripts
make -C /OpenROAD-flow-scripts/flow DESIGN_CONFIG=/design/flow/config.mk WORK_HOME=/design/flow/orfs finish
[design/flow/constraint.sdc]
current_design quant_seq_mult_15x13_p4

set clk_period 9.8
set clk_io_pct 0.2

create_clock -name clk0 -period $clk_period [get_ports {clk}]

set non_clock_inputs [all_inputs -no_clocks]
set_input_delay [expr $clk_period * $clk_io_pct] -clock clk0 $non_clock_inputs
set_output_delay [expr $clk_period * $clk_io_pct] -clock clk0 [all_outputs]
[design/flow/design.v]
module quant_seq_mult_15x13_p4 (
    input   logic signed[14:0] a_in,
    input   logic unsigned[12:0] b_in,
    output  logic signed[27:0] out,
    input   logic in_valid,
    output  logic out_valid,
    input   logic en,
    input   logic clk,
    input   logic resetn
);
logic signed[14:0] a_pipe_stg0, a_pipe_stg1, a_pipe_stg2, a_pipe_stg3;
logic signed[14:0] a_pipe_stg0_next, a_pipe_stg1_next, a_pipe_stg2_next, a_pipe_stg3_next;
logic signed[12:0] b_pipe_stg0, b_pipe_stg1, b_pipe_stg2, b_pipe_stg3;
logic signed[12:0] b_pipe_stg0_next, b_pipe_stg1_next, b_pipe_stg2_next, b_pipe_stg3_next;
logic signed[27:0] z_pipe_stg0, z_pipe_stg1, z_pipe_stg2, z_pipe_stg3;
logic signed[27:0] z_pipe_stg0_next, z_pipe_stg1_next, z_pipe_stg2_next, z_pipe_stg3_next;
logic valid_pipe_stg0, valid_pipe_stg1, valid_pipe_stg2, valid_pipe_stg3;
logic valid_pipe_stg0_next, valid_pipe_stg1_next, valid_pipe_stg2_next, valid_pipe_stg3_next;
always @(posedge clk) if (!resetn) begin
    valid_pipe_stg3 <= 0;
    valid_pipe_stg2 <= 0;
    valid_pipe_stg1 <= 0;
    valid_pipe_stg0 <= 0;
end else if(en) begin
    valid_pipe_stg3 <= valid_pipe_stg3_next;
    valid_pipe_stg2 <= valid_pipe_stg2_next;
    valid_pipe_stg1 <= valid_pipe_stg1_next;
    valid_pipe_stg0 <= valid_pipe_stg0_next;
end
always @(posedge clk) if(en) begin
    if (valid_pipe_stg3_next) a_pipe_stg3 <= a_pipe_stg3_next;
    if (valid_pipe_stg2_next) a_pipe_stg2 <= a_pipe_stg2_next;
    if (valid_pipe_stg1_next) a_pipe_stg1 <= a_pipe_stg1_next;
    if (valid_pipe_stg0_next) a_pipe_stg0 <= a_pipe_stg0_next;
    if (valid_pipe_stg3_next) b_pipe_stg3 <= b_pipe_stg3_next;
    if (valid_pipe_stg2_next) b_pipe_stg2 <= b_pipe_stg2_next;
    if (valid_pipe_stg1_next) b_pipe_stg1 <= b_pipe_stg1_next;
    if (valid_pipe_stg0_next) b_pipe_stg0 <= b_pipe_stg0_next;
    if (valid_pipe_stg3_next) z_pipe_stg3 <= z_pipe_stg3_next;
    if (valid_pipe_stg2_next) z_pipe_stg2 <= z_pipe_stg2_next;
    if (valid_pipe_stg1_next) z_pipe_stg1 <= z_pipe_stg1_next;
    if (valid_pipe_stg0_next) z_pipe_stg0 <= z_pipe_stg0_next;
end
always_comb begin
    valid_pipe_stg3_next = valid_pipe_stg2;
    valid_pipe_stg2_next = valid_pipe_stg1;
    valid_pipe_stg1_next = valid_pipe_stg0;
    valid_pipe_stg0_next = in_valid;
    a_pipe_stg3_next = a_pipe_stg2;
    a_pipe_stg2_next = a_pipe_stg1;
    a_pipe_stg1_next = a_pipe_stg0;
    a_pipe_stg0_next = a_in;
    b_pipe_stg3_next = b_pipe_stg2;
    b_pipe_stg2_next = b_pipe_stg1;
    b_pipe_stg1_next = b_pipe_stg0;
    b_pipe_stg0_next = b_in;
    z_pipe_stg3_next = z_pipe_stg2
        + (1 << 11)  
        + (b_pipe_stg3_next[12] ? (a_pipe_stg3_next << 12) : 0)
        + (b_pipe_stg3_next[11] ? (a_pipe_stg3_next << 11) : 0)
        + (b_pipe_stg3_next[10] ? (a_pipe_stg3_next << 10) : 0);
    z_pipe_stg2_next = z_pipe_stg1
        + (b_pipe_stg2_next[9] ? (a_pipe_stg2_next << 9) : 0)
        + (b_pipe_stg2_next[8] ? (a_pipe_stg2_next << 8) : 0)
        + (b_pipe_stg2_next[7] ? (a_pipe_stg2_next << 7) : 0);
    z_pipe_stg1_next = z_pipe_stg0
        + (b_pipe_stg1_next[6] ? (a_pipe_stg1_next << 6) : 0)
        + (b_pipe_stg1_next[5] ? (a_pipe_stg1_next << 5) : 0)
        + (b_pipe_stg1_next[4] ? (a_pipe_stg1_next << 4) : 0);
    z_pipe_stg0_next = 0
        + (b_pipe_stg0_next[3] ? (a_pipe_stg0_next << 3) : 0)
        + (b_pipe_stg0_next[2] ? (a_pipe_stg0_next << 2) : 0)
        + (b_pipe_stg0_next[1] ? (a_pipe_stg0_next << 1) : 0)
        + (b_pipe_stg0_next[0] ? (a_pipe_stg0_next << 0) : 0);
end
always_comb out = z_pipe_stg3;
always_comb out_valid = valid_pipe_stg3;
endmodule
==> impl_metrics.toml <==
# physical design summary
[critical_path]
critPathKind = "in2reg"
r2r_start = "b_pipe_stg0[5]$_DFFE_PP_"
worstSetupEndpointType = "register"
crit_path_start = "b_in[0]"
cp-start-kind = "primary input"
arrival_ps = 6130
cp_max_fo = 15
cp.required_ps = 9980

[synthesis]
yosys_warnings = 1
async_reset_ff_share_pct = 0
ys_ff = 179
netlist_instances = 1240
synth_cell_types = 63
ys_cells = 1240
synth-main-ff-cell = "edfxtp_1"
edf_count = 175
synth_area_per_cell_um2 = 11.0
yosys_area_mm2 = 0.0136
syn_area_mm2 = 0.0136
yosysSeqAreaShare_pct = 39.1

[clock_tree]
cts_hold_buf = 0
cts_root_buffer = "clkbuf_16"
cts_buffer_depth = 2
clk_pin_slew_worst_paths_ps = 80
cts-htree-levels = 4
post_cts.repair.setup_buffers = 0
cts_tree = "done"
cts_inserted_buffers = 17
insertion_delay_ps = 440
cts_resized = 0
clkSinkCount = 179

[global_route]
grt_usage_pct = 16.7
grt_pass1_wl_mm = 35.9
grt_pass1_vias = 8130
grt_max_degree = 50
overflow = 0
grt_antenna_before_repair = 0

[finish]
fillers = 2239
syn_to_final_growth_pct = 12.0
combGateArea_mm2 = 0.00726
seq_area_mm2 = 0.00534
drive_above_1_share_pct = 4.02

[timing]
clock_skew_ps = 18.7
setup_violations = 0
relSlewSlack_pct = 56.9
period_needed_ps = 5960
period_used_pct = 60.8
rsz0062_at_grt = "no"
setup_tns_ps = 0
worstMarginPinSlew_ps = 647
hold_viol = 0
slew_violations = 0
setup_ws_ps = 3840
timing.fmax_mhz = 168

[floorplan]
die_w_um = 167
fp_util_pct = 50.8
die-area_mm2 = 0.0279
num_io_pins = 61
core_area_mm2 = 0.0269
rows = 60
die_h_um = 167

[placement]
dp_hpwl_mm = 16.7
gp_congestion = 0.875
pre_cts_slack_ps = 3310
portBuffers = 60

[job]
tool_warnings = 27
cap_violations = 0

[power]
power.density_mw_per_mm2 = 174
vdd_drop_max_v = 0.000113
leakagePower_nw = 6.62

[detailed_routing]
via_per_inst = 4.95
vias = 8215
firstDrtPassIters = 4
drtIter0Drc = 224
drt_wl_total_mm = 20.7
wl_per_cell_um = 12.5
drc = 0
n_antenna_cell = 0
final_antenna_net_count = 0

[hold_path]
hold_path.class = "reg2reg"
min-delay-start = "b_pipe_stg1[11]$_DFFE_PP_"

[status]
outcome = "finished clean"
critical path: stages:
cell,delay (ps)
clkdlybuf4s50_1,610
and2_1,260
fa_1,530
inv_1,50
fa_1,420
inv_1,60
ha_1,170
inv_1,70
fa_1,460
nand2b_1,180
a211oi_1,390
o2111a_1,310
o2111ai_1,160
a21oi_1,360
o21ai_0,140
metrics by stage:
stage                     hold WS [ps]  cell area [um^2]  util, %  power, W  cells
after floorplan                    400             13600        -   0.00176   1240
after global placement             400             14600     54.4   0.00194   1627
after detailed placement           405             14600     54.4   0.00195   1627
after CTS                          420             15300     56.9   0.00269   1659
after global routing               424             15300     56.9   0.00285   1659
final                              421             15300     56.9   0.00265   1659
cell usage after synthesis (7+ instances only):
cell type	instances	share of area (%)
inv_1	260	7.2
edfxtp_1	175	39
and2_1	165	7.6
fa_1	136	20
ha_1	80	7.3
nand2_1	58	1.6
xnor2_1	47	3.0
a21oi_1	44	1.6
nor2_1	42	1.2
o21ai_0	30	1.1
a21o_1	21	1.2
o21a_1	15	0.83
clkbuf_1	14	0.39
xor2_1	14	0.90
nor2b_1	13	0.60
nor3_1	12	0.44
a211oi_1	11	0.61
nand3_1	8	0.29
o21bai_1	8	0.44
nand2b_1	7	0.32
o21ai_1	7	0.26
final timing paths:
kind	depth (start not counted)	slack, ps	endpoint
worst min register to register	0	420	b_pipe_stg2[11]$_DFFE_PP_
worst max register to register	11	5450	z_pipe_stg1[25]$_DFFE_PP_
worst min-delay path	0	420	b_pipe_stg2[11]$_DFFE_PP_
worst max-delay path	15	3840	z_pipe_stg0[27]$_DFFE_PP_
sequential cells by signal (all words and copies together), names as in the netlist:
register / count
z_pipe_stg1: 28
z_pipe_stg2: 28
b_pipe_stg0: 9
valid_pipe_stg1: 1
b_pipe_stg2: 3
a_pipe_stg1: 15
valid_pipe_stg0: 1
b_pipe_stg1: 6
valid_pipe_stg3: 1
a_pipe_stg0: 15
z_pipe_stg0: 28
z_pipe_stg3: 28
a_pipe_stg2: 15
valid_pipe_stg2: 1
metal layers:
| metal | vias up | GRT usage, % | part of all wire, % |
|---|---|---|---|
| li1 | 4169 | - | - |
| met1 | 3887 | 26.8 | 48 |
| met2 | 146 | 27.3 | 47 |
| met3 | 13 | 3.13 | 3.8 |
| met4 | 0 | 1.40 | 0.84 |
| met5 | - | 0 | 0 |
cell families (layout without fill, tap and decap cells):
kind of cell | Yosys count | in the layout | share of synthesized area, %
XOR/XNOR | 61 | 61 | 3.92
adder cells (fa/ha/maj) | 216 | 216 | 27.3
AND/OR/NAND/NOR | 330 | 330 | 13.3
buffers and inverters | 279 | 357 | 7.73
flip-flops | 179 | 179 | 39.1
AND-OR/OR-AND | 175 | 175 | 8.61
report_power, final:
part	switching (W)	internal [W]
Combinational	0.000528	0.000424
Sequential	0.0000241	0.000954
Clock	0.000363	0.000362
area by class of cell:
type	instances	share of cell area, %
clock buffer	17	2.78
clock inverter	15	1.47
inverter	260	6.39
multi-input combinational	782	47.5
sequential	179	34.9
tap	341	2.79
timing repair buffer	65	4.18
placed cells by master, fill, tap and decap left out, types with 21 or more instances in the layout:
| cell | count |
|---|---|
| inv_1 | 260 |
| edfxtp_1 | 175 |
| and2_1 | 162 |
| fa_1 | 136 |
| ha_1 | 80 |
| clkdlybuf4s50_1 | 60 |
| nand2_1 | 58 |
| xnor2_1 | 47 |
| a21oi_1 | 44 |
| nor2_1 | 42 |
| o21ai_0 | 30 |
| a21o_1 | 21 |
Power is estimated from default activity; no workload was simulated.
